`./design.v`:
```
module uart_tx (
    input  logic        clk,           
    input  logic        rst_n,         
    input  logic [7:0]  data_in,       
    input  logic        data_len,      
    input  logic        parity_en,     
    input  logic        parity_type,   
    input  logic        stop_bits,     
    input  logic [15:0] baud_div,      
    input  logic        tx_start,      
    output logic        tx_line,       
    output logic        tx_busy,       
    output logic        tx_done        
);
    typedef enum logic [2:0] {
        IDLE, START, DATA, PARITY, STOP, DONE
    } state_t;
    state_t state, next_state;
    logic [15:0] baud_cnt;
    logic baud_tick;
    logic [3:0] bit_cnt;
    logic parity_bit;
    logic [7:0] shift_reg;
    always_ff @(posedge clk) begin
        if (!rst_n)
            baud_cnt <= '0;
        else if (state != IDLE) begin
            if (baud_cnt == baud_div - 1'b1)
                baud_cnt <= '0;
            else
                baud_cnt <= baud_cnt + 1'b1;
        end else
            baud_cnt <= '0;
    end
    assign baud_tick = (baud_cnt == baud_div - 1'b1);
    always_ff @(posedge clk) begin
        if (!rst_n)
            state <= IDLE;
        else if (baud_tick)
            state <= next_state;
    end
    always_comb begin
        next_state = state;
        case(state)
            IDLE:   if (tx_start) next_state = START;
            START:  next_state = DATA;
            DATA:   if (bit_cnt == (data_len ? 7 : 6))
                        next_state = (parity_en ? PARITY : STOP);
            PARITY: next_state = STOP;
            STOP:   if (bit_cnt == (stop_bits ? 1 : 0))
                        next_state = DONE;
            DONE:   next_state = IDLE;
        endcase
    end
    always_ff @(posedge clk) begin
        if (!rst_n) begin
            shift_reg <= '0;
            bit_cnt   <= '0;
            tx_line   <= 1'b1;   
            tx_busy   <= 1'b0;
            tx_done   <= 1'b0;
            parity_bit<= 1'b0;
        end else if (baud_tick) begin
            tx_done <= 1'b0;
            case(state)
                IDLE: begin
                    tx_line <= 1'b1;
                    tx_busy <= 1'b0;
                    if (tx_start) begin
                        shift_reg  <= data_in;
                        bit_cnt    <= '0;
                        parity_bit <= ^data_in[(data_len ? 7 : 6):0];
                        if (parity_type) 
                            parity_bit <= ~(^data_in[(data_len ? 7 : 6):0]);
                        tx_busy    <= 1'b1;
                    end
                end
                START: tx_line <= 1'b0;   
                DATA: begin
                    tx_line <= shift_reg[0];   
                    shift_reg <= shift_reg >> 1;
                    bit_cnt <= bit_cnt + 1'b1;
                end
                PARITY: tx_line <= parity_bit;
                STOP: begin
                    tx_line <= 1'b1;   
                    bit_cnt <= bit_cnt + 1'b1;
                end
                DONE: begin
                    tx_done <= 1'b1;   
                end
            endcase
        end
    end
endmodule
```
`./run.sh`:
```
#!/bin/bash
# OpenROAD 26Q1-2900-gdf79404cd8, Yosys 0.63+post, stock flow scripts
make -C /OpenROAD-flow-scripts/flow DESIGN_CONFIG=/design/flow/config.mk WORK_HOME=/design/flow/orfs finish
```
`./config.mk`:
```
export PLATFORM = sky130hd
export DESIGN_NAME = uart_tx
export DESIGN_NICKNAME = uart_tx
export VERILOG_FILES = /design/flow/design.v
export SDC_FILE = /design/flow/constraint.sdc
export NUM_CORES = 4
export LEC_CHECK = 1
export CORE_UTILIZATION = 30
```
`./constraint.sdc`:
```
current_design uart_tx

set clk_period 10.7
set clk_io_pct 0.2

create_clock -name clk0 -period $clk_period [get_ports {clk}]

set non_clock_inputs [all_inputs -no_clocks]
set_input_delay [expr $clk_period * $clk_io_pct] -clock clk0 $non_clock_inputs
set_output_delay [expr $clk_period * $clk_io_pct] -clock clk0 [all_outputs]
```
==> run notes <==
run results: synth-to-layout area growth=19.66%, vias per inst=5.023, Setup CP Type=input pin to flop, CP max stage cell=clkdlybuf4s50_1, final core occ=0.3698, CP top delay family=simple AND/OR/NAND/NOR gates, Root Driver=clkbuf_8, setup violators final=0, status=complete, no violations, Die H=93.77 um, leak pwr=0.9572 nW, Yosys Chip Area=0.002526 mm2, I/O pin count=34, fmax=0.1987 GHz, Peak VDD IR=0.05078 mV, Unique masters post-synth=64, #FFs+latches synth=35, DR iter-0 viols=148, routed length per instance=12.47 um, Hold Path Class=flop to flop, GRT Util Overall=0.1304, PD cells=86.67 mW/mm2, Max-Cap Viols=0, ANT nets after route=0, Tcrit/Tclk final=0.4703, gr ovfl total=0, Final TNS setup=0 ns, hold_buf cts=0, first drt pass iteration count=4, Slew Viols, Final=0, nature of the critical path endpoint=flop, max incr delay on CP=0.57 ns, # diodes=0, dpl ws=5.371 ns, clk_skew=0.01393 ns, max FFs per register=16, initial antenna violation count=0, post_cts resized=0, # clock sinks=35, Clock Path Buffers=2, port bufs=33, Starting Density=0.3090, Worst Tran Pin Value=0.6757 ns, Dominant flop cell=dfxtp_1, length in cells of the worst reg-to-reg path=7, count leader, synth=dfxtp_1, setup bufs post-CTS=0, TritonCTS clock tree=yes, Placed Area=0.002947 mm2, first-pass GRT wire length=9.094 mm, relative slew slack=0.5462, cell depth of the worst setup path=11, post-synth top area cell=dfxtp_1, CORE AREA=0.008175 mm2, arrival time at the worst endpoint=5.26 ns, Design Area, Final=0.003023 mm2, Latency at later pin=0.29 ns, CP Max Fanout=9, Critical Path, Cell by Cell=clkdlybuf4s50_1 -> inv_1 -> ha_1 -> nor2b_2 -> and3_2 -> nor4_2 -> nand3_1 -> or4b_1 -> nand4bb_4 -> or4_1 -> a21oi_1, die footprint=0.008792 mm2, clk slew on worst S/H paths=0.08 ns, Post-synth EDFFs=0, row cnt=33, routed wire length=5.401 mm, top cells by count, synth=35 x dfxtp_1, 31 x nand2_1, 24 x xnor2_1, Seq share, synth=0.2774, Remaining DRCs=0, Die X-Extent=93.77 um, count of tool warnings=25, gpl congestion=0.8727, final hold violations=0, Startpoint Class=input pin, crit path time final=5.032 ns, H-tree Lvls=2, number of buffers created by CTS=5, vias post-DR=2,175, number of buffers and inverters on the critical path=2, post-synthesis instance area=0.002526 mm2, r2r setup slk=8.05 ns, post-DP HPWL=4.076 mm, ys cells=300, vias in the first global route=1,929, hold path depth=2, Mean Syn Cell Area=8.421 um2, setup ws final=5.668 ns, Async S/R FF share, synth=0, share of layout cells above drive strength 1=0.1250, Synth top area share=0.2774, largest net degree at the start of global routing=32, synthesized instance count=300, Ys Warns=1, RSZ-0062 raised after global routing=false, WP data required=10.93 ns, Top area cell types=dfxtp_1 28%, xnor2_1 8.3%, xor2_1 5.5%, nand2_1 4.6%, mux2i_1 4.0%
[worst register-to-register path, stage by stage, from the launching register on]
cell and delay (ns):
dfxtp_1 0.35, xnor2_1 0.25, xnor2_1 0.10, o41ai_1 0.50
or4b_1 0.50, nand4bb_4 0.26, or4_1 0.48, a21oi_1 0.14
[power breakdown]
| part | internal [W] | switching (W) | leakage [nW] | total [W] |
|---|---|---|---|---|
| sequential | 0.000130 | 0.00000000261 | 0.282 | 0.000130 |
| clock | 0.0000432 | 0.0000458 | 0.0361 | 0.0000890 |
| combinational | 0.0000224 | 0.0000205 | 0.639 | 0.0000428 |
[cell usage in the layout (no fill, tap or decap), types with 2 or more instances in the layout]
cell type,synthesis,layout
dfxtp_1,35,35
clkdlybuf4s50_1,0,33
nand2_1,31,31
xnor2_1,24,24
nor2_1,23,23
xor2_1,16,16
inv_1,13,13
a21oi_1,11,11
mux2i_1,10,10
nand4_1,9,9
nor3_1,9,9
nand3_1,9,9
o21ai_0,9,9
mux2_2,8,8
a31oi_1,5,5
nor4_1,5,5
and3_1,5,5
clkbuf_8,0,5
or3_1,3,3
a21boi_0,3,3
nand2b_1,3,3
o31ai_1,3,3
o21bai_1,3,3
ha_1,3,3
buf_4,1,3
nor3_4,2,2
and3_2,2,2
or4_1,2,2
o21a_1,2,2
o211ai_1,2,2
nand4b_1,2,2
nor4b_1,2,2
[area by class of cell]
type	instances	area, um2
Sequential cell	35	700.7
Clock inverter	1	7.507
Fill cell	859	5152
Timing Repair Buffer	36	352.8
Clock buffer	5	68.82
Multi-Input combinational cell	238	1713
Tap cell	105	131.4
Inverter	13	48.80
[final timing paths]
check | from | end
worst max-delay path | baud_div[0] | bit_cnt[2]
worst min-delay path | shift_reg[3] | shift_reg[3]
worst max register to register | baud_cnt[5] | bit_cnt[2]
worst min register to register | shift_reg[3] | shift_reg[3]
[per-layer routing]
layer / global-route usage / part of all wire
met4: 0.01282 / 0.011
met2: 0.2068 / 0.45
met5: 0 / 0
met3: 0.01728 / 0.044
met1: 0.1978 / 0.50
[stage by stage]
step,cells,hold WS [ns],power [W]
final,433,0.4558,0.0002620
after CTS,433,0.4578,0.0002649
after detailed placement,427,0.4439,0.0001761
after floorplan,300,0.4202,0.0001578
after global placement,427,0.4395,0.0001760
after global routing,433,0.4638,0.0002728
[cell families (layout without fill, tap and decap cells)]
| family | Yosys count | in the layout | synth area share |
|---|---|---|---|
| AND-OR/OR-AND | 49 | 49 | 0.1362 |
| XOR/XNOR | 40 | 40 | 0.1387 |
| adder cells (fa/ha/maj) | 3 | 3 | 0.01486 |
| buffers and inverters | 27 | 55 | 0.04755 |
| flip-flops | 35 | 35 | 0.2774 |
| multiplexers | 18 | 18 | 0.07529 |
| AND/OR/NAND/NOR | 128 | 128 | 0.3101 |
Power and IR drop assume default switching activity.
