==> /design/flow/run.sh <==
#!/bin/bash
# OpenROAD 26Q1-2900-gdf79404cd8, Yosys 0.63+post, stock flow scripts
make -C /OpenROAD-flow-scripts/flow DESIGN_CONFIG=/design/flow/config.mk WORK_HOME=/design/flow/orfs finish
==> /design/flow/config.mk <==
export PLATFORM = sky130hd
export DESIGN_NAME = fifo
export DESIGN_NICKNAME = fifo
export VERILOG_FILES = /design/flow/design.v
export SDC_FILE = /design/flow/constraint.sdc
export NUM_CORES = 4
export LEC_CHECK = 1
export CORE_UTILIZATION = 50
==> /design/flow/constraint.sdc <==
current_design fifo

set clk_period 4.2
set clk_io_pct 0.2

create_clock -name clk0 -period $clk_period [get_ports {clk}]

set non_clock_inputs [all_inputs -no_clocks]
set_input_delay [expr $clk_period * $clk_io_pct] -clock clk0 $non_clock_inputs
set_output_delay [expr $clk_period * $clk_io_pct] -clock clk0 [all_outputs]
==> /design/flow/design.v <==
module fifo #(
    parameter int DATA_WIDTH = 8,    
    parameter int DEPTH = 16         
) (
    input  logic                   clk,           
    input  logic                   rst_n,         
    input  logic                   wr_en,         
    input  logic                   rd_en,         
    input  logic [DATA_WIDTH-1:0]  din,           
    output logic [DATA_WIDTH-1:0]  dout,          
    output logic                   full,          
    output logic                   empty,         
    output logic                   almost_full,   
    output logic                   almost_empty,  
    output logic [$clog2(DEPTH):0] count          
);
    logic [$clog2(DEPTH)-1:0] wr_ptr, rd_ptr;     
    logic [DATA_WIDTH-1:0] mem [0:DEPTH-1];       
    logic [$clog2(DEPTH):0] cnt;                  
    assign full         = (cnt == DEPTH);
    assign empty        = (cnt == 0);
    assign almost_full  = (cnt == DEPTH-1);       
    assign almost_empty = (cnt == 1);             
    assign count        = cnt;
    always_ff @(posedge clk) begin                
        if (!rst_n) begin
            wr_ptr <= '0;
            rd_ptr <= '0;
            cnt    <= '0;
            dout   <= '0;
        end else begin
            if (wr_en && !full) begin
                mem[wr_ptr] <= din;
                wr_ptr <= (wr_ptr == DEPTH-1) ? '0 : wr_ptr + 1'b1;   
                cnt <= cnt + 1'b1;
            end
            if (rd_en && !empty) begin
                dout <= mem[rd_ptr];
                rd_ptr <= (rd_ptr == DEPTH-1) ? '0 : rd_ptr + 1'b1;   
                cnt <= cnt - 1'b1;
            end
            if (wr_en && rd_en && !full && !empty) begin
                cnt <= cnt;   
            end
        end
    end
endmodule
==> impl_metrics.ini <==
; implementation run metrics
[synth]
cells_after_synth = 338
syn-mean-instance-area_um2 = 17.91
synth_cell_type_count = 38
synth.area.mux_share_pct = 15.07
yosys.area_share.simple_pct = 5.706
numSynthFlops = 149
yosys_area_um2 = 6052
total_of_warnings_raised_by_yosys = 1
synth.cellmix.adderShare_pct = 2.067
yosys-stat-cells = 338
top_logic_kind = multiplexers
synth_compound_gate_area_share_pct = 3.866
netlist_area_um2 = 6052
ys_seq_share_pct = 70.46
xor_area_share_pct = 0.6616

[clock_tree]
clock.latency.late_pin_ns = 0.41
post_cts.repair.setup_buffers = 0
clock_tree.root_cell = sky130_fd_sc_hd__clkbuf_16
cts.sinks = 149
cts_max_level = 4
clk_pin_slew_worst_paths_ns = 0.06
count_of_hold_buffers_inserted_by_post_cts_repair = 0
cts_resized = 0
ctsLongestPathBuffers = 2
cts_tree = done
tritoncts.num_buffers = 17

[final_timing]
finalSetupTns_ns = 0
finalHoldViolations = 0
timing.final.setup_violations = 0
finalMaxSlewViolations = 0
timing.max_slew.rel_slack_pct = 49.58
min_period_over_period_pct = 73.41
timing.fmax_mhz = 324.3
tightestPinTransition_ns = 0.7539
layout_min_cycle_time_ns = 3.083
finalClockSkew_ns = 0.005121
grt_setup_unrepaired = no

[final_layout]
mostFrequentLayoutCell = sky130_fd_sc_hd__edfxtp_1
mostFrequentLayoutCells = sky130_fd_sc_hd__edfxtp_1 (128), sky130_fd_sc_hd__mux4_2 (32), sky130_fd_sc_hd__clkdlybuf4s50_1 (28)
final_layout_size_suffix_gt1_share_pct = 19.59
postLayoutCoreUtil_pct = 60.56
n_fill_cell = 850
area.sequential_um2 = 4265
area_delta_synth_final_pct = 16.21
logic_area_um2 = 1657

[routing]
insertedDiodeCount = 0
detail_route.wirelength_um = 12160
drcViolationCount = 0
num_vias = 3127
drt-vias-per-instance = 5.889
wl_per_cell_um = 22.90
dr.pass1.iters = 15
drt_iter0_markers = 251
route.antenna.remaining_nets = 0

[place]
hpwl_um = 7875
placement.io_buffers = 28
gp_congestion = 0.8431

[worst_setup_path]
worst_ep_required_time_ns = 3.36
critical_path_peak_fanout = 7
timing.critical_path.from_type = flip-flop
cpMaxStageDelayCell = sky130_fd_sc_hd__or4b_4
setup.worst_path.end_class = primary output
setup.worst_path.class = reg2out
ff2ff_setup_slack_ns = 1.65
worst_path_largest_cell_delay_ns = 0.53
worstPathArrival_ns = 2.24
r2r.worst_path.cells = 7
timing.rr.end = mem[5][6]$_DFFE_PP_
crit_path_cell_trace = inv_1 -> ha_1 -> or4b_4 -> clkinv_4 -> clkdlybuf4s50_1
start_of_the_worst_register_to_register_path = cnt[1]$_SDFFE_PN0P_

[power]
total_leakage_power_nw = 2.272
fin_total_pwr_mw = 3.789
peakVddDrop_mv = 0.4026
power_density_nw_per_um2 = 538.7

[global_route]
globalRouteOverflowTotal = 0
pin_count_of_the_biggest_net_entering_global_routing = 37
antenna_found_initial = 0
grt_first_pass_wirelength_um = 19090
grtUsageTotal_pct = 23.28
first_global_vias = 3397

[die]
dieHeight_um = 112.0
die_width_um = 112.0
placement_rows = 39
fp.coreArea_um2 = 11610
floorplan.die_area_um2 = 12550
initial_utilization_pct = 52.11
io_pins = 29

[min_path]
hold_path_depth = 2
timing.hold.worst_endpoint = dout[3]$_SDFFE_PN0P_
hold_path.class = reg2reg
holdCritStartpoint = dout[3]$_SDFFE_PN0P_

[job]
tool_warnings = 31
maxCapViolations = 0

[status]
run_status = complete, no violations
==> cells by family after synthesis <==
logic type | count (synthesis)
compound gates | 30
xor+xnor | 3
fa+ha+maj | 10
buf+inv | 28
flops | 149
mux | 51
simple gates | 67
==> area by class of cell <==
type | count | area share (%)
clock buffer | 18 | 6.102
clock inverter | 13 | 1.655
inverter | 11 | 0.6582
multi-input combinational | 161 | 23.55
sequential | 149 | 60.65
tap | 143 | 2.544
timing repair buffer | 36 | 4.839
==> how the worst max path moves through the flow <==
stage	from	end	slack, ns	cells past startpoint
CTS	cnt[1]$_SDFFE_PN0P_	empty	1.10	5
global route	cnt[1]$_SDFFE_PN0P_	empty	1.03	5
finish	cnt[1]$_SDFFE_PN0P_	empty	1.12	5
==> cells in the mapped netlist <==
master	instances	area share, %
sky130_fd_sc_hd__edfxtp_1	128	64
sky130_fd_sc_hd__mux4_2	32	12
sky130_fd_sc_hd__dfxtp_1	21	6.9
sky130_fd_sc_hd__mux2i_1	18	3.0
sky130_fd_sc_hd__nand3_1	17	1.4
sky130_fd_sc_hd__nor2_1	16	0.99
sky130_fd_sc_hd__nand2_1	14	0.87
sky130_fd_sc_hd__ha_1	10	2.1
sky130_fd_sc_hd__inv_1	9	0.56
sky130_fd_sc_hd__nor3_1	9	0.74
sky130_fd_sc_hd__a21oi_1	8	0.66
sky130_fd_sc_hd__o221ai_1	8	1.2
sky130_fd_sc_hd__clkbuf_1	7	0.43
sky130_fd_sc_hd__buf_2	5	0.41
sky130_fd_sc_hd__buf_4	4	0.50
sky130_fd_sc_hd__nand2b_1	4	0.41
sky130_fd_sc_hd__a211oi_1	2	0.25
sky130_fd_sc_hd__a2bb2oi_1	2	0.29
sky130_fd_sc_hd__a41oi_1	2	0.29
sky130_fd_sc_hd__and3_1	2	0.21
sky130_fd_sc_hd__o211a_1	2	0.33
sky130_fd_sc_hd__xor2_1	2	0.29
sky130_fd_sc_hd__a22oi_1	1	0.12
sky130_fd_sc_hd__a311oi_1	1	0.14
sky130_fd_sc_hd__a31oi_1	1	0.10
sky130_fd_sc_hd__buf_1	1	0.062
sky130_fd_sc_hd__clkinv_4	1	0.14
sky130_fd_sc_hd__inv_2	1	0.062
sky130_fd_sc_hd__mux2_2	1	0.19
sky130_fd_sc_hd__nand4bb_4	1	0.45
sky130_fd_sc_hd__nor2_2	1	0.10
sky130_fd_sc_hd__nor2_4	1	0.19
sky130_fd_sc_hd__o211ai_4	1	0.35
sky130_fd_sc_hd__o21ai_0	1	0.083
sky130_fd_sc_hd__o21ai_1	1	0.083
sky130_fd_sc_hd__or3_1	1	0.10
sky130_fd_sc_hd__or4b_4	1	0.23
sky130_fd_sc_hd__xnor3_1	1	0.37
==> per-layer routing <==
metal	GRT usage [%]	part of all wire (%)	vias up
li1	-	-	1433
met1	37.10	41	1522
met2	32.42	45	160
met3	13.81	12	12
met4	2.667	1.4	0
met5	0	0	-
==> sequential cells by signal, indices dropped and copies added, names as in the netlist <==
| register | flops |
|---|---|
| mem | 128 |
| dout | 8 |
| cnt | 5 |
| rd_ptr | 4 |
| wr_ptr | 4 |
==> where the power goes <==
part | internal, mW | switching, mW | leakage (nW) | total, mW
Clock | 0.855 | 0.539 | 0.267 | 1.39
Sequential | 1.67 | 0.0780 | 1.33 | 1.75
Combinational | 0.340 | 0.304 | 0.679 | 0.644
==> worst max-delay path, delay by kind of cell (launching register included) <==
kind                       cells  cell delay, ns
adders and majority gates      1            0.25
DFF                            1            0.38
buffers and inverters          3            0.67
and+or+nand+nor                1            0.53
==> stage by stage <==
stage | hold WS (ns) | instance area [µm²] | instances | setup WS, ns
2_1_floorplan | 0.4302 | 6052 | 338 | 1.920
3_3_place_gp | 0.5052 | 6487 | 500 | 1.106
3_5_place_dp | 0.5120 | 6487 | 500 | 1.059
4_1_cts | 0.5304 | 7033 | 531 | 1.096
5_1_grt | 0.5565 | 7033 | 531 | 1.027
6_report | 0.5269 | 7033 | 531 | 1.117
Power figures rest on the tool's default switching activity, not on a simulated workload.
